--- run.sh ---
#!/bin/bash
# OpenROAD 26Q1-2900-gdf79404cd8, Yosys 0.63+post, stock flow scripts
make -C /OpenROAD-flow-scripts/flow DESIGN_CONFIG=/design/flow/config.mk WORK_HOME=/design/flow/orfs finish
--- config.mk ---
export PLATFORM = sky130hd
export DESIGN_NAME = inst_mem
export DESIGN_NICKNAME = inst_mem
export VERILOG_FILES = /design/flow/design.v
export SDC_FILE = /design/flow/constraint.sdc
export NUM_CORES = 4
export LEC_CHECK = 1
export CORE_AREA = 10 10 90 90
export DIE_AREA = 0 0 100 100
--- constraint.sdc ---
current_design inst_mem

set clk_period 5.3
set clk_io_pct 0.2

create_clock -name clk0 -period $clk_period

set non_clock_inputs [all_inputs -no_clocks]
set_input_delay [expr $clk_period * $clk_io_pct] -clock clk0 $non_clock_inputs
set_output_delay [expr $clk_period * $clk_io_pct] -clock clk0 [all_outputs]
--- design.v ---
module inst_mem(input reset, input [31:0] PC, output [31:0] op_code);
    reg [7:0] mem [31:0];
    assign op_code = {mem[PC+3], mem[PC+2], mem[PC+1], mem[PC]};
    always @(reset) begin
       if (reset == 1) begin
            mem[3] = 8'h00;
            mem[2] = 8'h94;
            mem[1] = 8'h03;
            mem[0] = 8'h33;
            mem[7] = 8'h41;
            mem[6] = 8'h39;
            mem[5] = 8'h03;
            mem[4] = 8'hb3;
            mem[11] = 8'h03;
            mem[10] = 8'h5a;
            mem[9] = 8'h02;
            mem[8] = 8'hb3;
            mem[15] = 8'h01;
            mem[14] = 8'h7b;
            mem[13] = 8'h4e;
            mem[12] = 8'h33;
            mem[19] = 8'h01;
            mem[18] = 8'h9c;
            mem[17] = 8'h1e;
            mem[16] = 8'hb3;
            mem[23] = 8'h01;
            mem[22] = 8'hbd;
            mem[21] = 8'h5f;
            mem[20] = 8'h33;
            mem[27] = 8'h00;
            mem[26] = 8'hd6;
            mem[25] = 8'h7f;
            mem[24] = 8'hb3;
            mem[31] = 8'h00;
            mem[30] = 8'hf7;
            mem[29] = 8'h68;
            mem[28] = 8'hb3;
       end 
    end
endmodule
==> qor.yml <==
synthesis:
  syn_inst: 255
  netlist_area_um2: 1630
  syn_area_per_cell_um2: 6.40
  yosys-top-cells-count: "a21oi_1 (24), nor2_1 (23), nand2_1 (20)"
  ys_seq_frac: 0
  ys_area_um2: 1630
  area_leaders: "a21oi_1 (7.4%), nor2_1 (5.3%), buf_2 (4.9%), o21ai_0 (4.9%), nand2_1 (4.6%)"
  ys_cells: 255
  top_cell: "a21oi_1"
  yosys.area.top_type: "a21oi_1"
  yosys_warnings: 2
  ys_types: 69
  netlist.area_leader.share: 0.0736
detailed_routing:
  antennaDiodeCount: 0
  drtPass1Iterations: 4
  viasPerCell: 5.94
  initialDrtViolationCount: 303
  totalWireLength_um: 5730
  wl_per_cell_um: 16.4
  ant_nets: 0
  vias: 2072
  drc: 0
flow_run:
  log.warning_count: 62
  maxCapViolCount: 0
global_routing:
  use_met1: 0.146
  grt_first_pass_wirelength_um: 9250
  grt_use_met3: 0.0194
  grt_max_degree: 54
  grt_busiest_layer: "met2"
  grtUsageTotal: 0.107
  antenna_found_initial: 0
  grt_overflow_total: 0
  grtUsageMet2: 0.176
  first_global_vias: 1790
sta:
  post-route-min-period_ns: 4.83
  drv_slew: 0
  fmaxAchievable_ghz: 0.207
  fin_ws_ns: 0.473
  setup_tns_ns: 0
  slew_headroom: 0.606
  rsz0062_at_grt: "no"
  worstMarginPinSlew_ns: 0.591
  setup_violations: 0
  hold_violations: 0
  finalClockPeriodUsage: 0.911
placed_design:
  pre_cts_ws_ns: 0.440
  routabilityCongestion: 0.864
  port_buffers: 37
  hpwl_um: 3960
die:
  fp_util: 0.260
  chipWidth_um: 100
  num_rows: 29
  die_y_um: 100
  die_area_um2: 10000
  core_area_um2: 6280
  io_pins: 65
final_layout:
  fill_cells: 674
  flop_area_um2: 0
  design.seq.count: 0
  clock_buffers: 0
  syn2layout_area_growth_pct: 21.8
  logic_area_um2: 1400
  drive_above_1_share: 0.0956
clock_network:
  ctsResizeCount: 0
  hold_buffers: 0
  post_cts_buffers: 0
setup_path:
  path_max_fanout: 14
  start_kind: "input pin"
  critical_path_arrival_ns: 3.77
  cp-end-kind: "output pin"
  crit_end: "op_code[16]"
  crit_type: "in2out"
  cp.required_ns: 4.24
  startpoint: "PC[1]"
pwr:
  finalPower_mw: 0.196
  total_leakage_power_nw: 0.677
  ir_drop_mv: 0.0359
  power_density_nw_per_um2: 98.6
worst_hold_path:
  min-delay-path-class: "in2out"
  hold_depth: 6
outcome:
  status: "complete, no violations"
[logic make-up (layout without fill, tap and decap cells)]
| kind of cell | Yosys count | count (layout) | synth area share |
|---|---|---|---|
| xor+xnor | 6 | 6 | 0.0414 |
| fa+ha+maj | 5 | 5 | 0.0368 |
| compound gates | 111 | 111 | 0.477 |
| mux | 2 | 2 | 0.0130 |
| simple gates | 90 | 90 | 0.288 |
| buf+inv | 41 | 58 | 0.143 |
[worst min path at each step]
| stage | startpoint | end | slack [ns] |
|---|---|---|---|
| CTS | PC[3] | op_code[12] | 2.95 |
| global route | PC[3] | op_code[12] | 3.01 |
| finish | PC[3] | op_code[12] | 2.94 |
[per-stage QoR]
stage,util,area (µm²),hold WS (ns),cells
finish,0.317,1990,2.94,349
global route,0.317,1990,3.01,349
CTS,0.317,1990,2.95,349
detailed placement,0.317,1990,2.95,349
global placement,0.317,1990,2.94,349
floorplan,-,1630,2.31,255
[power by group]
part           internal (mW)  switching, mW
combinational         0.0970         0.0990
clock                      0              0
sequential                 0              0
[metal layers]
layer  part of all wire  wire (µm)
met5                  0          0
met2               0.47       2680
met4             0.0099         57
met3              0.095        547
met1               0.43       2450
[layout by cell type, fill, tap and decap left out, drive strengths merged, types with 3 or more instances in the layout]
master / n
clkdlybuf4s50: 36
a21oi: 25
nor2: 23
nand2: 20
o21ai: 18
buf: 14
o22ai: 10
nand3: 9
o211ai: 9
a31oi: 6
inv: 6
nor2b: 5
nand2b: 5
a221oi: 5
xnor2: 5
nor3b: 5
ha: 4
a211oi: 4
a32oi: 3
nor3: 3
a21o: 3
nand4: 3
or2: 3
[cell type report]
class | count | share of cell area
Multi-Input combinational cell | 214 | 0.704
Tap cell | 77 | 0.0485
Timing Repair Buffer | 50 | 0.233
Inverter | 8 | 0.0151
[critical path: stages]
cell and delay [ns]:
clkdlybuf4s50_1 0.58, ha_1 0.57, buf_4 0.27, xnor2_2 0.21, o21ai_0 0.19, a32o_1 0.28
a21oi_1 0.12, clkdlybuf4s50_1 0.48
Power figures rest on the tool's default switching activity, not on a simulated workload.
