==> design.v <==
module dual_func_pc(input [31:0] datain, input CLK, mode, enable, reset, output reg [31:0] dataout);
    always @(posedge CLK) begin
        if (reset) begin
            dataout <= 0;
        end
        if (enable) begin
            if (mode == 0) begin
                dataout <= dataout + 1;
            end
            else if (mode == 1) begin
                dataout <= datain;
            end
        end
        else begin
        end
    end
endmodule
==> run.sh <==
#!/bin/bash
# OpenROAD 26Q1-2900-gdf79404cd8, Yosys 0.63+post, stock flow scripts
make -C /OpenROAD-flow-scripts/flow DESIGN_CONFIG=/design/flow/config.mk WORK_HOME=/design/flow/orfs finish
==> config.mk <==
export PLATFORM = sky130hd
export DESIGN_NAME = dual_func_pc
export DESIGN_NICKNAME = dual_func_pc
export VERILOG_FILES = /design/flow/design.v
export SDC_FILE = /design/flow/constraint.sdc
export NUM_CORES = 4
export LEC_CHECK = 1
export CORE_UTILIZATION = 40
==> constraint.sdc <==
current_design dual_func_pc

set clk_period 5.6
set clk_io_pct 0.2

create_clock -name clk0 -period $clk_period [get_ports {CLK}]

set non_clock_inputs [all_inputs -no_clocks]
set_input_delay [expr $clk_period * $clk_io_pct] -clock clk0 $non_clock_inputs
set_output_delay [expr $clk_period * $clk_io_pct] -clock clk0 [all_outputs]
==> results.txt <==
Worst Path Class, Setup: in -> reg
Final Worst Setup Slack: 2.40 ns
DR WL met2: 2590 um
Dpl ws: 2.12 ns
Crit path required time: 5.73 ns
PD cells: 208 nW/um^2
Post-CTS setup buffer count: 0
H-tree levels: 2
Max_cap viols: 0
# rows: 26
Kind of start point of the critical path: primary input
Crit path capture type: flop
Initial Util: 41.8%
Fin. Hold Viols: 0
Clock Latency Late Sink: 0.29 ns
Hold path cells: 2
Reg clk slew, reported paths: 0.07 ns
RR Startpoint: dataout[2]
Post-layout period usage: 57.2%
Cell-internal power: 0.000454 W
Final Setup Violations: 0
Hold Crit Endpoint: dataout[25]
Clk pwr share: 27.9%
Number of DRC markers in iteration 0: 48
PortBufs: 67
Gr ovfl total: 0
Post-synth seq share: 44.7%
Yosys cell count: 218
P_leak: 1.00 nW
Synthesized cell area: 2150 sq um
Cells after Synth: 218
Drt pass-1 iters: 4
Power Total: 0.000611 W
TritonCTS buffer count: 5
Worst min path class: reg -> reg
Via count: 2,001
DR WL/cell: 15.7 um
Yosys Chip Area: 2150 sq um
Rel. slew slack: 46.7%
Final core occ: 57.2%
Post-Layout Cell Count: 350
Largest net degree at the start of global routing: 35
Distinct lib cells: 38
CTS root buf: clkbuf_8
Via-to-Cell Ratio: 5.72
Max Freq: 0.312 GHz
DRC viols: 0
R2R depth: 4
Number of global-route vias before repair: 1,815
Area delta synth->final: 36.8%
Clock skew: 0.00640 ns
Post-detail-place hpwl: 3640 um
Flip-flops with a built-in enable: 32
Fin crit period: 3.20 ns
Share of cells above drive strength 1: 5.71%
Die area: 5670 sq um
Registers, synthesis: 32
Clk buf depth: 2
Commonest Layout Cell: clkdlybuf4s50_1
Mean Syn Cell Area: 9.85 sq um
Antenna-violating nets left: 0
Net switching power: 0.000157 W
Gate power share: 19.4%
Core area: 5140 sq um
Max Transition Viols Final: 0
Final TNS setup: 0 ns
Sequential power share: 52.7%
Hold Startpoint: dataout[25]
Antenna cell count: 0
Die width: 75.3 um
Initial antenna violation count: 0
Largest register FFs: 32
Met3 wire len: 297 um
Placed cells: 342
Outcome: finished, final reports clean
First-pass GRT wire length: 8630 um
Most numerous logic cells after layout: clkdlybuf4s50_1, edfxtp_1, o21ai_0, nand2_1, a31oi_1
FFs w/ async S/R, synth: 0%
Maximum vdd drop: 0.000125 V
R2R Setup Slk: 3.39 ns
Worst r2r dst: dataout[17]
CTS tree: built
Crit Path Max Fanout: 34
Hold buffers post-CTS: 0
YS warnings: 1
GPL Wtd Cong: 0.783
Regs by FF count: dataout: 32 flops
Least-Margin Pin Slew: 0.799 ns
RSZ-0062 raised after global routing: no
Tally of OpenROAD warnings: 26
Highest routed layer: met4
CP arrival: 3.33 ns
GR Util All Layers: 21.1%
Sw Ratio: 25.7%
Num Clock Sinks: 32
IO Pins: 68
PostCTS Resize Cnt: 0
Die Y: 75.3 um
Met1 Routed Length: 2550 um
Dominant flop cell: edfxtp_1
Largest reg by FF count: dataout
Post-Route WL: 5510 um
layout make-up:
type                    count  area, sq um
multi-input cells         168         1110
inverters                   3         11.3
clock buffers               5         68.8
clock inverters             3         13.8
fillers                   490         2200
flip-flops and latches     32          961
repair buffers             69          686
well taps                  70         87.6
synth_stat cells (2+ instances only):
| library cell | count | share of area, % |
|---|---|---|
| xor2_1 | 6 | 2.4 |
| and3_1 | 4 | 1.2 |
| o311a_1 | 3 | 1.4 |
| nand2b_1 | 5 | 1.5 |
| or4_1 | 10 | 3.5 |
| nor2_1 | 2 | 0.35 |
| o31a_1 | 3 | 1.2 |
| o31ai_1 | 10 | 3.5 |
| nand4_1 | 8 | 2.3 |
| inv_1 | 3 | 0.52 |
| buf_2 | 2 | 0.47 |
| nand4_4 | 2 | 2.0 |
| and2_1 | 4 | 1.2 |
| xnor2_1 | 4 | 1.6 |
| or3_1 | 5 | 1.5 |
| a31oi_1 | 15 | 4.4 |
| edfxtp_1 | 32 | 45 |
| o211a_1 | 5 | 2.3 |
| clkbuf_1 | 12 | 2.1 |
| o21ai_0 | 28 | 6.5 |
| a21oi_1 | 5 | 1.2 |
| nand2_1 | 15 | 2.6 |
| nor4_1 | 4 | 1.2 |
| or2_2 | 2 | 0.58 |
| nor3_1 | 3 | 0.70 |
| and4_1 | 4 | 1.6 |
| nand3_1 | 11 | 2.6 |
cells by family (layout without fill, tap and decap cells):
logic type,count (synthesis),in the layout,share of synthesized area [%]
and+or+nand+nor,84,84,24.9
AOI/OAI and AO/OA,72,72,21.7
DFF,32,32,44.7
buffers and inverters,18,80,3.61
xor gates and xnor gates,10,10,4.08
adders and majority gates,1,1,0.582
muxes,1,1,0.466
layer usage:
metal  vias up  global-route usage [%]
li1       1003                       -
met1       940                    31.7
met2        50                    33.5
met3         8                    4.61
met4         0                    3.09
met5         -                       0
power by group through the flow:
stage | clock network, W | registers, W | logic [W]
4_1_cts | 0.000176 | 0.000322 | 0.000120
5_1_grt | 0.000186 | 0.000327 | 0.000132
6_report | 0.000171 | 0.000322 | 0.000118
per-stage QoR:
stage	hold WS [ns]	area, sq um
after floorplan	0.640	2150
after global placement	0.726	2860
after detailed placement	0.729	2860
after CTS	0.745	2940
after global routing	0.793	2940
final	0.740	2940
worst max path at each step:
stage	cells past startpoint	slack, ns	endpoint	from
4_1_cts	6	2.43	dataout[31]	mode
5_1_grt	6	2.19	dataout[31]	mode
6_report	6	2.40	dataout[31]	mode
critical path, cell delays in order:
cell,delay (ns)
clkdlybuf4s50_1,0.73
inv_1,0.51
buf_4,0.40
o21ai_0,0.14
a211o_1,0.24
nor3b_1,0.17
Power is estimated from default activity; no workload was simulated.
