<file path="constraint.sdc">
current_design data_mem

set clk_period 3.7
set clk_io_pct 0.2

create_clock -name clk0 -period $clk_period [get_ports {CLK}]

set non_clock_inputs [all_inputs -no_clocks]
set_input_delay [expr $clk_period * $clk_io_pct] -clock clk0 $non_clock_inputs
set_output_delay [expr $clk_period * $clk_io_pct] -clock clk0 [all_outputs]
</file>
<file path="design.v">
module data_mem(input [31:0] write_data, address, input CLK, MemRead, MemWrite, output reg [31:0] read_data);
    reg [31:0] mem [31:0];
    integer i;
    initial begin
        for (i = 0; i < 32; i = i + 1) begin
            mem[i] <= 0;
        end
    end
    always @(posedge CLK) begin
        if (MemRead) begin
            read_data <= mem[address];
        end
        else if (MemWrite) begin
            mem[address] <= write_data;
        end
    end
endmodule
</file>
<file path="run.sh">
#!/bin/bash
# OpenROAD 26Q1-2900-gdf79404cd8, Yosys 0.63+post, stock flow scripts
make -C /OpenROAD-flow-scripts/flow DESIGN_CONFIG=/design/flow/config.mk WORK_HOME=/design/flow/orfs finish
</file>
<file path="config.mk">
export PLATFORM = sky130hd
export DESIGN_NAME = data_mem
export DESIGN_NICKNAME = data_mem
export VERILOG_FILES = /design/flow/design.v
export SDC_FILE = /design/flow/constraint.sdc
export NUM_CORES = 4
export LEC_CHECK = 1
export CORE_UTILIZATION = 50
</file>
==> run notes <==
Implementation results

The run finished with clean final reports. Setup slack on the worst reg-to-reg path comes out at 1940 ps. The number of hold-repair buffers added at the cts stage is 0. The number of remaining DRC errors is 0.

The routed length on met1 is 33400 um. The cell depth of the worst min-delay path is 2. Yosys mapped the design onto 23 distinct sky130hd cell types. The number of antenna repair diodes is 0. The placeable core region is ~80000 sq um.

The leakage power in the latest report is 16.2 nW. According to the timing report, the arrival time at the worst endpoint equals around 3200 ps. The mean area per synthesized cell is between 15 and 20 sq um. Summed over all nets, the half-perimeter wirelength after detailed placement is between 50000 and 60000 um. In this run the deepest clock path goes through 3 buffers. The ratio of total power to cell area is approximately 530 nW/um^2. The total grt overflow is 0. The power after layout is 24.8 mW. The area of the mapped netlist is 40200 sq um. The finished layout holds around 3500 standard cells, fillers aside. Per the repair_timing log after CTS, setup buffers inserted total 0. The cell accounting for the most synthesized area is sky130_fd_sc_hd__edfxtp_1.

Looking at the hold checks, the worst path lands on read_data[1]. Per the OpenROAD floorplan log, the width of the die is 285 um. The total number of H-tree levels is 3.

The area fraction of the largest cell type after synthesis is 0.790. The final timing report lists a max-slew violation count of 0. The total clock buffers created by CTS is 105. The final wirelength is 96800 um. The end of the worst register-to-register path is read_data[14].

The synthesized instance count is between 2000 and 2500. The analysis reports a worst IR drop on VDD of 0.000418 V. The total number of vias is slightly above 20000.

Setup repair after global routing left no endpoint under its margin. In the final layout, the share of cells above drive strength 1 is 0.153. With fillers left out, the area of the finished cells amounts to 46800 sq um. The main area contributors are sky130_fd_sc_hd__edfxtp_1 (79%), sky130_fd_sc_hd__mux2i_1 (13%), sky130_fd_sc_hd__o22ai_1 (3.7%). The most instantiated logic cell after routing is sky130_fd_sc_hd__edfxtp_1.

On the final layout, the worst clock skew is 19.6 ps. The slew at the pin closest to its max-slew limit is 1010 ps. The total tool warning count is around 53. The number of cells upsized or downsized after cts is 0. The count of clock tree sinks is 1056. The type of origin of the critical path is a primary input. The sequential area share after synthesis is 0.790. The required time of the worst setup path is 4040 ps. The flow measured a signed area growth from synthesis to layout of 16.6%. For this configuration, the core starts out at a cell density of 0.507. The detailed-router iteration count before antenna repair is 5.

The row count is ~100. The final critical-path required period is around 2800 ps. The kind of end point of the critical path is a flop. The worst register-to-register path has a depth of 4. The count of placed standard cells including taps is 3267. The maximum net fanout on the critical path is 15. The final hold violation count recorded for this run is 0.

The top cell types in the final layout, fill and taps aside, are sky130_fd_sc_hd__edfxtp_1 (1056), sky130_fd_sc_hd__mux2i_1 (512), sky130_fd_sc_hd__o22ai_1 (236), sky130_fd_sc_hd__buf_4 (127), sky130_fd_sc_hd__clkbuf_16 (108). The initial antenna violation count is 4. The clock transition at the register clock pins on the worst setup and hold paths after CTS is around 60 ps. The y dimension of the die is 285 um. For this sky-water flow run, the detailed-routed wirelength per cell is reported as 28.0 um.

The maximum operating frequency is between 0.3 and 0.4 GHz. In the synthesis report, Yosys lists the chip area as roughly 40000 sq um. The min-delay analysis places its worst path in the category primary input to flop. In the Yosys report the total cell count is between 2000 and 2500. Per the log, the first TritonRoute iteration ended with a DRC count of 1188.

The count of nets left with antenna violations once routing finished came out at 0. The number of buffer cells added on primary ports is 71. The final report lists the setup-violating endpoint count as 0. The length of routed met2 wiring is ~45000 um. The global placement routability congestion is 0.837.

The via count of the first global-routing pass is roughly 21000. Of the available clock period, the critical path in the final layout requires 0.766. The via-per-instance ratio is around 6. CTS placed an instance of sky130_fd_sc_hd__clkbuf_16 at the clock tree root. In this run the full chip footprint comes out at 81500 sq um. In this run the cell area measured after placement is approximately 43000 sq um. The critical hold path startpoint is MemRead. The clock latency on the worst-skew pair is 660 ps.

The worst setup path category is primary input to flop. Per the run summary, max-cap violations total 0. Entering global routing, the biggest net connects 72 pins.

The slew check shows that the tightest pin keeps a relative margin of 0.326. 99 I/O pins were placed. The aggregate global-route resource usage is 0.269. Signal nets in the final route climb as high as met5. The count of yosys warnings during synthesis is 1. The routed design uses 16100 um of met3 wire.

The setup TNS after final layout is 0 ps. Per the timing report, the most critical flop-to-flop path originates at mem[29][14]. The clock tree from TritonCTS is built. The wire length of the first global-routing pass is 140000 um. After synthesis the netlist holds a flip-flop and latch count of 1056.
-- how the worst max path moves through the flow --
| stage | endpoint | from | slack [ps] |
|---|---|---|---|
| finish | read_data[14] | address[0] | 870 |
| global route | read_data[8] | address[0] | 810 |
| CTS | read_data[31] | address[2] | 950 |
-- state kept, by name (all words and copies together), names as in the netlist --
| signal | count |
|---|---|
| mem | 1024 |
| read_data | 32 |
-- area by class of cell --
class	instances	area (sq um)
Clock buffer	137	2810
Clock inverter	57	583
Fill cell	5527	32400
Multi-Input combinational cell	928	8040
Sequential cell	1056	31700
Tap cell	1050	1310
Timing Repair Buffer	233	2360
-- layer usage --
| metal | up-vias | track usage |
|---|---|---|
| met5 | - | 0.00465 |
| met4 | 10 | 0.0544 |
| met3 | 162 | 0.194 |
| met2 | 1253 | 0.381 |
| met1 | 9919 | 0.370 |
| li1 | 9071 | - |
-- Yosys cell counts --
cell type and number:
sky130_fd_sc_hd__clkbuf_1 18, sky130_fd_sc_hd__nand2_1 36, sky130_fd_sc_hd__nand4b_1 5, sky130_fd_sc_hd__or4_1 1, sky130_fd_sc_hd__nand2b_1 1, sky130_fd_sc_hd__or4b_1 3, sky130_fd_sc_hd__nor2_1 31, sky130_fd_sc_hd__nor3_1 4
sky130_fd_sc_hd__nand4_1 1, sky130_fd_sc_hd__or3b_2 2, sky130_fd_sc_hd__edfxtp_1 1056, sky130_fd_sc_hd__buf_6 13, sky130_fd_sc_hd__nand3b_1 2, sky130_fd_sc_hd__nor4_1 64, sky130_fd_sc_hd__buf_2 90, sky130_fd_sc_hd__buf_4 5
sky130_fd_sc_hd__nand4bb_1 6, sky130_fd_sc_hd__o22ai_1 236, sky130_fd_sc_hd__nand3_1 1, sky130_fd_sc_hd__or4b_4 1, sky130_fd_sc_hd__or3_1 2, sky130_fd_sc_hd__mux2i_1 512, sky130_fd_sc_hd__o22ai_2 20
-- per-stage QoR --
stage                util  hold WS [ps]  setup slack [ps]
detailed placement  0.548           720               269
finish              0.591           686               867
global route        0.591           681               807
global placement    0.548           712               307
CTS                 0.591           658               948
floorplan               -           647               198
-- report_power, final --
part           total [mW]  switching [mW]  internal [mW]
logic                1.10           0.669          0.431
registers            13.3          0.0335           13.3
clock network        10.4            4.21           6.16
total                24.8            4.92           19.9
-- cell families after synthesis --
logic type             share of synthesized area
flip-flops                                 0.790
multiplexers                               0.128
AND-OR/OR-AND                             0.0430
AND/OR/NAND/NOR                           0.0223
buffers and inverters                     0.0175
-- worst max-delay path, cell delays in order --
cell and delay [ps]:
sky130_fd_sc_hd__clkdlybuf4s50_1 700, sky130_fd_sc_hd__buf_4 260, sky130_fd_sc_hd__or4b_4 430, sky130_fd_sc_hd__buf_4 250, sky130_fd_sc_hd__o22ai_1 80, sky130_fd_sc_hd__nor4_1 460, sky130_fd_sc_hd__nand2_1 240
Power and IR drop assume default switching activity.
